`/design/flow/config.mk`:
```
export PLATFORM = sky130hd
export DESIGN_NAME = utils_adder_32
export DESIGN_NICKNAME = utils_adder_32
export VERILOG_FILES = /design/flow/design.v
export SDC_FILE = /design/flow/constraint.sdc
export NUM_CORES = 4
export LEC_CHECK = 1
export CORE_AREA = 10 10 114 114
export DIE_AREA = 0 0 124 124
export SYNTH_HDL_FRONTEND = slang
```
`/design/flow/constraint.sdc`:
```
current_design utils_adder_32

set clk_period 11.9
set clk_io_pct 0.2

create_clock -name clk0 -period $clk_period

set non_clock_inputs [all_inputs -no_clocks]
set_input_delay [expr $clk_period * $clk_io_pct] -clock clk0 $non_clock_inputs
set_output_delay [expr $clk_period * $clk_io_pct] -clock clk0 [all_outputs]
```
`/design/flow/design.v`:
```
module utils_adder_32 (
	input   [31:0]    a,
	input   [31:0]    b,
	input							cin,
	output  [31:0]    sum,
	output            cout
	);
	wire	[2:0]		p1, g1, c1_s0, c1;           
	wire 	[3:0]		p2, g2, c2_s0, c2_s1, c2;
	wire 	[4:0]		p3, g3, c3_s0, c3_s1, c3;
 	wire 	[5:0]		p4, g4, c4_s0, c4_s1, c4;
 	wire 	[6:0]		p5, g5, c5_s0, c5_s1, c5;
 	wire 	[6:0]		p6, g6, c6_s0, c6_s1, c6;    
	assign	g1 = a[2:0] & b[2:0];
	assign	p1 = a[2:0]	^ b[2:0];
	assign	c1_s0[0] = g1[0] | (p1[0] & cin);
	assign	c1_s0[1] = g1[1] | (p1[1] & c1_s0[0]);
	assign	c1_s0[2] = g1[2] | (p1[2] & c1_s0[1]);
	assign	c1 = c1_s0;
	assign	sum[2 : 0] = p1 ^ {c1[1:0], cin};
	assign	g2 = a[6 : 3] & b[6 : 3];
	assign	p2 = a[6 : 3] ^ b[6 : 3];
	assign	c2_s0[0] = g2[0];
	assign 	c2_s0[1] = g2[1] | (p2[1] & c2_s0[0]);
	assign 	c2_s0[2] = g2[2] | (p2[2] & c2_s0[1]);
	assign	c2_s0[3] = g2[3] | (p2[3] & c2_s0[2]);
	assign	c2_s1[0] = g2[0] | p2[0];
	assign	c2_s1[1] = g2[1] | (p2[1] & c2_s1[0]);
	assign	c2_s1[2] = g2[2] | (p2[2] & c2_s1[1]);
	assign	c2_s1[3] = g2[3] | (p2[3] & c2_s1[2]);
	assign	c2 = c1[2] ? c2_s1 : c2_s0;
	assign	sum[6 : 3] = p2 ^ {c2[2:0], c1[2]};
	assign	g3 = a[11 : 7] & b[11 : 7];
	assign	p3 = a[11 : 7] ^ b[11 : 7];
	assign	c3_s0[0] = g3[0];
	assign 	c3_s0[1] = g3[1] | (p3[1] & c3_s0[0]);
	assign 	c3_s0[2] = g3[2] | (p3[2] & c3_s0[1]);
	assign	c3_s0[3] = g3[3] | (p3[3] & c3_s0[2]);
	assign	c3_s0[4] = g3[4] | (p3[4] & c3_s0[3]);
	assign	c3_s1[0] = g3[0] | p3[0];
	assign	c3_s1[1] = g3[1] | (p3[1] & c3_s1[0]);
	assign	c3_s1[2] = g3[2] | (p3[2] & c3_s1[1]);
	assign	c3_s1[3] = g3[3] | (p3[3] & c3_s1[2]);
	assign	c3_s1[4] = g3[4] | (p3[4] & c3_s1[3]);
	assign	c3 = c2[3] ? c3_s1 : c3_s0;
	assign	sum[11 : 7] = p3 ^ {c3[3:0], c2[3]};
	assign	g4 = a[17 : 12] & b[17 : 12];
	assign	p4 = a[17 : 12] ^ b[17 : 12];
	assign	c4_s0[0] = g4[0];
	assign 	c4_s0[1] = g4[1] | (p4[1] & c4_s0[0]);
	assign 	c4_s0[2] = g4[2] | (p4[2] & c4_s0[1]);
	assign	c4_s0[3] = g4[3] | (p4[3] & c4_s0[2]);
	assign	c4_s0[4] = g4[4] | (p4[4] & c4_s0[3]);
	assign	c4_s0[5] = g4[5] | (p4[5] & c4_s0[4]);
	assign	c4_s1[0] = g4[0] | p4[0];
	assign	c4_s1[1] = g4[1] | (p4[1] & c4_s1[0]);
	assign	c4_s1[2] = g4[2] | (p4[2] & c4_s1[1]);
	assign	c4_s1[3] = g4[3] | (p4[3] & c4_s1[2]);
	assign	c4_s1[4] = g4[4] | (p4[4] & c4_s1[3]);
	assign	c4_s1[5] = g4[5] | (p4[5] & c4_s1[4]);
	assign	c4 = c3[4] ? c4_s1 : c4_s0;
	assign	sum[17 : 12] = p4 ^ {c4[4:0], c3[4]};
	assign	g5 = a[24 : 18] & b[24 : 18];
	assign	p5 = a[24 : 18] ^ b[24 : 18];
	assign	c5_s0[0] = g5[0];
	assign 	c5_s0[1] = g5[1] | (p5[1] & c5_s0[0]);
	assign 	c5_s0[2] = g5[2] | (p5[2] & c5_s0[1]);
	assign	c5_s0[3] = g5[3] | (p5[3] & c5_s0[2]);
	assign	c5_s0[4] = g5[4] | (p5[4] & c5_s0[3]);
	assign	c5_s0[5] = g5[5] | (p5[5] & c5_s0[4]);
	assign	c5_s0[6] = g5[6] | (p5[6] & c5_s0[5]);
	assign	c5_s1[0] = g5[0] | p5[0];
	assign	c5_s1[1] = g5[1] | (p5[1] & c5_s1[0]);
	assign	c5_s1[2] = g5[2] | (p5[2] & c5_s1[1]);
	assign	c5_s1[3] = g5[3] | (p5[3] & c5_s1[2]);
	assign	c5_s1[4] = g5[4] | (p5[4] & c5_s1[3]);
	assign	c5_s1[5] = g5[5] | (p5[5] & c5_s1[4]);
	assign	c5_s1[6] = g5[6] | (p5[6] & c5_s1[5]);
	assign	c5 = c4[5] ? c5_s1 : c5_s0;
	assign	sum[24 : 18] = p5 ^ {c5[5:0], c4[5]};	
	assign	g6 = a[31 : 25] & b[31 : 25];
	assign	p6 = a[31 : 25] ^ b[31 : 25];
	assign	c6_s0[0] = g6[0];
	assign 	c6_s0[1] = g6[1] | (p6[1] & c6_s0[0]);
	assign 	c6_s0[2] = g6[2] | (p6[2] & c6_s0[1]);
	assign	c6_s0[3] = g6[3] | (p6[3] & c6_s0[2]);
	assign	c6_s0[4] = g6[4] | (p6[4] & c6_s0[3]);
	assign	c6_s0[5] = g6[5] | (p6[5] & c6_s0[4]);
	assign	c6_s0[6] = g6[6] | (p6[6] & c6_s0[5]);
	assign	c6_s1[0] = g6[0] | p6[0];
	assign	c6_s1[1] = g6[1] | (p6[1] & c6_s1[0]);
	assign	c6_s1[2] = g6[2] | (p6[2] & c6_s1[1]);
	assign	c6_s1[3] = g6[3] | (p6[3] & c6_s1[2]);
	assign	c6_s1[4] = g6[4] | (p6[4] & c6_s1[3]);
	assign	c6_s1[5] = g6[5] | (p6[5] & c6_s1[4]);
	assign	c6_s1[6] = g6[6] | (p6[6] & c6_s1[5]);
	assign	c6 = c5[6] ? c6_s1 : c6_s0;
	assign	sum[31 : 25] = p6 ^ {c6[5:0], c5[6]};
	assign cout = c6[6];	
endmodule
```
`/design/flow/run.sh`:
```
#!/bin/bash
# OpenROAD 26Q1-2900-gdf79404cd8, Yosys 0.63+post, stock flow scripts
make -C /OpenROAD-flow-scripts/flow DESIGN_CONFIG=/design/flow/config.mk WORK_HOME=/design/flow/orfs finish
```
==> impl_metrics.csv <==
group,metric,value,unit
status,run_status,"finished clean",
detailed_routing,drt-wirelength-per-cell,11.8,µm
logic_synthesis,synth_area_leader_cell,"sky130_fd_sc_hd__ha_1",
logic_synthesis,synth.yosys.chip_area,1220,µm²
global_routing,antenna_violations_before_repair,0,
job,drv_cap,0,
logic_synthesis,top_cells_by_area,"sky130_fd_sc_hd__ha_1 (30%), sky130_fd_sc_hd__fa_1 (13%), sky130_fd_sc_hd__inv_1 (7.4%), sky130_fd_sc_hd__xnor2_1 (7.2%), sky130_fd_sc_hd__xor2_1 (6.5%)",
logic_synthesis,ys_warn_count,0,
logic_synthesis,synthTopCellsByCount,"sky130_fd_sc_hd__ha_1 (29), sky130_fd_sc_hd__inv_1 (24), sky130_fd_sc_hd__nand2_1 (14)",
logic_synthesis,top_cell,"sky130_fd_sc_hd__ha_1",
critical_path,path_buffers,4,
detailed_routing,routed-via-count,1472,
place,place.port_buffers,98,
logic_synthesis,ys_seq_share,0,
detailed_routing,antenna_left,0,
detailed_routing,drt-vias-per-instance,3.64,
global_routing,grt_first_pass_wirelength,7.20,mm
final_layout,final_core_util,0.248,
die,placement_rows,37,
die,dieHeight,124,µm
logic_synthesis,synth_area,1220,µm²
timing,slew_violations,0,
global_routing,first_global_vias,1509,
hold_path,hp-class,"in2out",
final_layout,num-clock-buffers,0,
timing,fin_crit_sh,0.962,
power,pwr_density_cell,55.5,nW/µm²
die,initial_core_util,0.117,
hold_path,hold_start,"b[31]",
logic_synthesis,yosys.area.top_type_share,0.297,
critical_path,worst_setup_path_start_kind,"input port",
timing,finalHoldViolCount,0,
clock_network,holdBufCountCts,0,
timing,period_minus_slack,11440,ps
power,worst_ir_drop_vdd,0.0280,mV
timing,grt_setup_unrepaired,"false",
critical_path,cell_family_with_most_cp_delay,"adder cells",
final_layout,flop_area,0,µm²
hold_path,min_path_cells,5,
power,finalPower,0.144,mW
place,gp_congestion,0.823,
timing,max_freq,87.4,MHz
critical_path,critPathMaxFanout,4,
detailed_routing,drc,0,
timing,final-setup-viol-count,0,
final_layout,layoutNonFillerInstCount,404,
place,number_of_cells_in_the_design_after_placement,401,
critical_path,cpPeakStageDelay,450,ps
critical_path,critical_path_cell_count,30,
detailed_routing,finalWirelength,4.75,mm
critical_path,signal_arrival_time_at_the_worst_endpoint,9060,ps
timing,worst_hold_margin,5540,ps
critical_path,critPathCaptureType,"output pin",
global_routing,grt-ovfl-total,0,
detailed_routing,drt_first_iter_violations,31,
place,dp.final_hpwl,4.28,mm
critical_path,cp_common_cell,"sky130_fd_sc_hd__fa_2",
final_layout,sequential_cell_total,0,
global_routing,grt_start_max_net_pins,7,
detailed_routing,drt_pass1_iterations,3,
detailed_routing,met3WireLength,914,µm
final_layout,logic_area,1220,µm²
die,io_pins,98,
final_layout,area_growth_syn_to_layout,112,%
critical_path,path_class,"in2out",
final_layout,nFillCells,1118,
detailed_routing,insertedDiodeCount,0,
timing,max_slew.worst_pin.slew,235,ps
die,core-area,10400,µm²
timing,worst_slew_margin_rel,0.841,
logic_synthesis,post_synth_num_cell_types,32,
logic_synthesis,avgSynthCellArea,7.83,µm²
logic_synthesis,syn-instance-count,156,
logic_synthesis,synth_stat.cells,156,
detailed_routing,wl_met2,1.83,mm
power,total_leakage_power,1.17,nW
final_layout,fraction_of_layout_cells_with_a_size_suffix_above_1,0.149,
global_routing,globalRouteTotalUtil,0.0574,
detailed_routing,top_layer_used,"met3",
critical_path,worst_ep_required_time,9520,ps
job,openroad.warnings,37,
die,die.size.x,124,µm
detailed_routing,metal_1_wl,2.00,mm
die,fp.dieArea,15400,µm²
hold_path,holdPathEnd,"sum[31]",
critical_path,timing.critical_path.slowest_stage_cell,"sky130_fd_sc_hd__clkdlybuf4s50_1",
==> kinds of logic after synthesis <==
family                   count (synthesis)  synth area share
adder cells (fa/ha/maj)                 37             0.428
AND/OR/NAND/NOR                         48             0.195
buffers and inverters                   24            0.0738
AND-OR/OR-AND                           27             0.159
multiplexers                             1           0.00820
XOR/XNOR                                19             0.136
==> cell type report <==
type,instances,share of cell area
inverters,24,0.0349
repair buffers,112,0.425
well taps,136,0.0659
multi-input cells,132,0.474
==> report_power, final <==
part | internal, mW | switching (mW)
combinational | 0.0966 | 0.0469
sequential | 0 | 0
clock | 0 | 0
==> layer usage <==
layer | track usage | up-vias
met5 | 0 | -
met4 | 0 | 0
met3 | 0.0321 | 0
met2 | 0.0901 | 77
met1 | 0.0723 | 635
li1 | - | 760
==> worst max-delay path by stage <==
| stage | startpoint | end | slack (ps) |
|---|---|---|---|
| final | b[1] | cout | 460 |
| after CTS | a[0] | sum[31] | 30 |
| after global routing | b[0] | cout | 10 |
==> cell usage in the layout (no fill, tap or decap), types with 2 or more instances in the layout <==
cell,netlist,layout
sky130_fd_sc_hd__o211ai_1,2,2
sky130_fd_sc_hd__a21oi_1,2,2
sky130_fd_sc_hd__inv_2,0,4
sky130_fd_sc_hd__ha_1,29,29
sky130_fd_sc_hd__o21a_1,3,3
sky130_fd_sc_hd__dlymetal6s2s_1,0,5
sky130_fd_sc_hd__nor3_1,2,2
sky130_fd_sc_hd__o21ai_0,3,2
sky130_fd_sc_hd__xnor2_1,10,10
sky130_fd_sc_hd__nand3_1,6,4
sky130_fd_sc_hd__a21o_1,4,4
sky130_fd_sc_hd__xor2_1,9,9
sky130_fd_sc_hd__nor2_2,0,2
sky130_fd_sc_hd__fa_2,0,7
sky130_fd_sc_hd__clkdlybuf4s50_1,0,93
sky130_fd_sc_hd__or2_2,2,2
sky130_fd_sc_hd__nor2_1,11,9
sky130_fd_sc_hd__and2_4,0,2
sky130_fd_sc_hd__nor2b_1,2,2
sky130_fd_sc_hd__nand2_1,14,14
sky130_fd_sc_hd__inv_1,24,20
sky130_fd_sc_hd__nand2b_4,0,2
sky130_fd_sc_hd__nand3_2,0,2
sky130_fd_sc_hd__and3_1,2,2
sky130_fd_sc_hd__a31oi_1,5,4
sky130_fd_sc_hd__buf_4,0,14
==> repair_timing <==
item / 4_1_cts / 5_1_grt
setup endpoints to repair: 3 / 6
cloned: 0 / 0
hold endpoints to repair: 0 / 0
pin swaps: 7 / 24
buffers inserted: 2 / 1
gates resized: 11 / 21
==> per-stage QoR <==
stage / setup slack (ps) / setup TNS [ps] / area, µm²
floorplan: 512 / 0 / 1220
global placement: -373 / -530 / 2450
detailed placement: -413 / -615 / 2450
CTS: 32.8 / 0 / 2510
global route: 13.2 / 0 / 2580
finish: 456 / 0 / 2580
Power and IR drop assume default switching activity.
